==> /design/flow/design.v <==
`timescale 1ns/100ps
module ROM(A, Q);
parameter D_W = 8;  
parameter A_W = 4;  
parameter S = 2**A_W;  
input [A_W-1:0] A;
output [D_W-1:0] Q;
reg [D_W-1:0] MEM [S-1:0];
assign #1 Q = MEM[A];
integer i;
initial begin
    for(i = 0; i < S; i = i + 1)
        MEM[i] = {D_W{1'b0}};
end
task SET;
input [A_W-1:0] A;
input [D_W-1:0] D;
begin
    MEM[A] = D;
end
endtask
endmodule
module REG(CLK, CLR, D, Q);
parameter W = 4;
input CLK;
input CLR;
input [W-1:0] D;
output reg [W-1:0] Q;
always @(posedge CLK)
    if(CLR)
        Q <= #1 {W{1'b0}};
    else
        Q <= #1 D;
endmodule
module MUX16(Y, SEL, I);
output Y;
input [7:0] I;
input [2:0] SEL;
assign #1 Y = I[SEL];
endmodule
module MUX8(Y, SEL, I);
output Y;
input [7:0] I;
input [2:0] SEL;
assign #1 Y = I[SEL];
endmodule
module MUX4(Y, SEL, I);
output Y;
input [3:0] I;
input [1:0] SEL;
assign #1 Y = I[SEL];
endmodule
module MUX2(Y, SEL, I);
output Y;
input [1:0] I;
input SEL;
assign #1 Y = I[SEL];
endmodule
module TIMER(CLK, EN, T, TMO);
input CLK; 
input EN;
input [7:0] T;
output TMO;
reg [8:0] Q;
initial Q = 9'd0;
always @(posedge CLK)
    if(EN)
        Q <= #2 ((EN ? Q : T) + {9{~Q[8]}});
    else
        Q <= #2 0;
assign #2 TMO = Q[8];
endmodule
==> /design/flow/run.sh <==
#!/bin/bash
# OpenROAD 26Q1-2900-gdf79404cd8, Yosys 0.63+post, stock flow scripts
make -C /OpenROAD-flow-scripts/flow DESIGN_CONFIG=/design/flow/config.mk WORK_HOME=/design/flow/orfs finish
==> /design/flow/config.mk <==
export PLATFORM = sky130hd
export DESIGN_NAME = TIMER
export DESIGN_NICKNAME = TIMER
export VERILOG_FILES = /design/flow/design.v
export SDC_FILE = /design/flow/constraint.sdc
export NUM_CORES = 4
export LEC_CHECK = 1
export CORE_AREA = 10 10 80 80
export DIE_AREA = 0 0 90 90
==> /design/flow/constraint.sdc <==
current_design TIMER

set clk_period 2.1
set clk_io_pct 0.2

create_clock -name clk0 -period $clk_period [get_ports {CLK}]

set non_clock_inputs [all_inputs -no_clocks]
set_input_delay [expr $clk_period * $clk_io_pct] -clock clk0 $non_clock_inputs
set_output_delay [expr $clk_period * $clk_io_pct] -clock clk0 [all_outputs]
==> ci_impl_report.md <==
### Flow metrics

| Metric | Value |
|---|---|
| Vias per Instance | a little under 4 |
| Hpwl dp | 1340 um |
| Status | finished, final reports clean |
| Worst setup endpoint | Q[6]$_SDFF_PN0_ |
| Worst Setup SP | T[0] |
| Static Leakage | 0.500 nW |
| CP Launch Type | input pin |
| Worst Path Required | about 2.3 ns |
| Max Fclk | between 0.5 and 0.6 GHz |
| Final hold viol count | 0 |
| Vias in the first global route | 718 |
| Max reg flops | 9 |
| Clock Skew | around 0.0015 ns |
| Number of diodes | 0 |
| Share of layout cells above drive strength 1 | 0.416 |
| Synthesis-stage register bit count | 9 |
| CTS tree | built |
| # DRC | 0 |
| Peak supply drop | 334 uV |
| CTS root buf | clkbuf_8 |
| Worst-path clk slew | 0.05 ns |
| WP data arrival | between 2 and 2.5 ns |
| Die height | approximately 90 um |
| Pin count of the biggest net entering global routing | 8 |
| Max-capacitance violation count | 0 |
| Pre-Place Util | 0.144 |
| Crit Path Max Fanout | 4 |
| Clock sinks | 9 |
| Tmin final | just under 2 ns |
| GRT Resource Usage Total | 0.0444 |
| Hold-critical path depth | 3 |
| IO Port Bufs | 10 |
| H-tree depth | 1 |
| Worst relative slew slack | 0.800 |
| Die area | 8100 sq um |
| Yosys cell count | between 70 and 80 |
| YS chip area | a little under 700 sq um |
| CP endpoint kind | flip-flop |
| Min-delay worst type | in2reg |
| Critical path class | in2reg |
| Distinct lib cells | 30 |
| Top cells excl fill/tap | 25 x buf_4, 9 x dfxtp_1, 7 x clkdlybuf4s50_1 |
| Cycle use final | 0.938 |
| Global route overflow | 0 |
| Yosys warning count | 1 |
| Mapped Cells | between 70 and 80 |
| OpenROAD warnings | 25 |
| Seq/Total Area, Yosys | 0.265 |
| Core Util, Final | 0.246 |
| Via count | a little under 700 |
| Num CTS Buffers | 3 |
| First-pass DRT Iterations | 4 |
| Synth area leader | dfxtp_1 |
| Synth top area share | 0.265 |
| Die extent in x | 90 um |
| Largest Register | Q |
| Initial antenna violation count | 0 |
| Initial DRC Count | 23 |
| Core Rows | 25 |
| Worst-Margin Slew | approximately 0.30 ns |
| First-pass GRT wire length | ~3200 um |
| Final Max Slew Viols | 0 |
| Routed len/inst | 10.3 um |
| Final wirelength | ~1900 um |
| Cell area after synthesis | 679 sq um |
| Fillers | slightly below 500 |
| Reg-to-Reg End | Q[6]$_SDFF_PN0_ |
| R2R Setup Slk | approximately 0.21 ns |
| Num ports | 11 |
| Setup Viol. Count Final | 0 |
| GPL Wtd Cong | between 0.7 and 0.8 |
| Core Box Area | between 4000 and 5000 sq um |
| R2R depth | 7 |
| PD cells | roughly 1400 nW/um^2 |
| Mean Syn Cell Area | 9.06 sq um |
| Area grow syn2layout | 71.1% |
| Clk latency late pin | around 0.23 ns |
| Top cells by area | dfxtp_1 27%, ha_1 15%, mux2_2 12% |
| Largest regs | Q x9 |
| Setup TNS after final layout | 0 ns |
| Routed Antenna Nets | 0 |
| CTS Hold Bufs | 0 |
| FF-to-FF Start | Q[8]$_SDFF_PN0_ |
| Commonest Layout Cell | buf_4 |
| Clock tree buffer depth | 2 |
## cell families (layout without fill, tap and decap cells)
family,Yosys count,in the layout,share of synthesized area
mux,8,8,0.131
fa+ha+maj,9,9,0.177
flops,9,9,0.265
simple gates,20,20,0.162
buf+inv,8,46,0.0608
compound gates,21,21,0.204
## layout make-up
cell class	instances	area (sq um)	share of cell area
Clock buffer	4	45.0	0.0388
Inverter	6	25.0	0.0215
Multi-Input combinational cell	58	533	0.459
Sequential cell	9	180	0.155
Tap cell	67	83.8	0.0721
Timing Repair Buffer	36	295	0.254
## worst min path at each step
stage	startpoint	slack [ns]	endpoint
CTS	EN	0.60	Q[0]$_SDFF_PN0_
global route	EN	0.65	Q[0]$_SDFF_PN0_
finish	EN	0.61	Q[0]$_SDFF_PN0_
## routing by layer
layer / up-vias / track usage / part of all wire
li1: 360 / - / -
met1: 320 / 0.0585 / 0.48
met4: 0 / 0.00928 / 0.011
met3: 2 / 0.00335 / 0.010
met2: 10 / 0.0775 / 0.50
met5: - / 0 / 0
## synth_stat cells (all sizes together)
library cell	n
nor3	3
o21bai	1
dfxtp	9
o31a	1
a21oi	2
ha	8
a22o	1
o211ai	1
o21a	2
fa	1
a21o	1
mux2	7
buf	2
nor4b	1
a31oi	2
nor4	3
a211oi	3
nor2b	2
nand3	1
o2111ai	1
o21ai	6
nand2	1
nand4	1
and2	1
nor2	4
inv	6
or3	3
mux2i	1
## timing repair
| action | 4_1_cts | 5_1_grt |
|---|---|---|
| pin swaps | 3 | 3 |
| buffers inserted | 2 | 3 |
| gates resized | 14 | 8 |
| setup endpoints to repair | 6 | 4 |
## critical path, stage by stage
cell and delay [ns]:
dlygate4sd2_1 0.23, mux2_4 0.28, ha_4 0.17, inv_2 0.05, fa_2 0.20, nor2b_2 0.05
o31a_1 0.31, or3_1 0.35, nand3_1 0.09
## where the power goes
part           internal, mW  switching [mW]  total [mW]  leakage [nW]
Sequential            0.252          0.0275       0.280        0.0753
Combinational         0.652           0.538        1.19         0.402
Clock                 0.133          0.0767       0.210        0.0228
Total                  1.04           0.643        1.68         0.500
## through the flow
stage                     std cells  hold WS, ns  setup slack (ns)  power [mW]  cell area, sq um
after floorplan                  75        0.582           0.00313       0.861               682
after global placement          171        0.658            -0.692        1.26              1000
after detailed placement        171        0.641            -0.647        1.25              1000
after CTS                       177        0.602            0.0599        1.54              1100
after global routing            180        0.652          -0.00636        1.85              1160
final                           180        0.613             0.130        1.68              1160
Power figures rest on the tool's default switching activity, not on a simulated workload.
